$ cat ./config.mk
export PLATFORM = sky130hd
export DESIGN_NAME = BR
export DESIGN_NICKNAME = BR
export VERILOG_FILES = /design/flow/design.v
export SDC_FILE = /design/flow/constraint.sdc
export NUM_CORES = 4
export LEC_CHECK = 1
export CORE_UTILIZATION = 30
$ cat ./constraint.sdc
current_design BR

set clk_period 8.8
set clk_io_pct 0.2

create_clock -name clk0 -period $clk_period [get_ports {clk}]

set non_clock_inputs [all_inputs -no_clocks]
set_input_delay [expr $clk_period * $clk_io_pct] -clock clk0 $non_clock_inputs
set_output_delay [expr $clk_period * $clk_io_pct] -clock clk0 [all_outputs]
$ cat ./design.v
module BR(
	input[31:0] DR1_,         
	input[31:0] DJ,           
	input[ 4:0] RA1, RA2,     
	input[ 1:0] EW,           
	input DF,                 
	output[31:0] DR1, DR2,    
	output CFL,               
	input clk                 
);
	reg[31:0] register[31:0];   
	reg[31:0] RF;               
	parameter AJ = 5'b11111;    
	parameter AF = 5'b11110;    
	initial begin       
	end
	always @(negedge clk) begin
		case(EW)
			2'b01 : register[AF] <= {31'd0, DF};              
			2'b10 : register[AJ] <= DJ;       
			2'b11 : register[RA1] <= DR1_;    
			default: ;
		endcase
	end
	assign DR1 = register[RA1];
	assign DR2 = register[RA2];
	assign CFL = register[AF][0];
endmodule
$ cat ./run.sh
#!/bin/bash
# OpenROAD 26Q1-2900-gdf79404cd8, Yosys 0.63+post, stock flow scripts
make -C /OpenROAD-flow-scripts/flow DESIGN_CONFIG=/design/flow/config.mk WORK_HOME=/design/flow/orfs finish
==> notes.md <==
impl run done, here's what came out: result of the run finished, final reports clean, top-level port count roughly 140, hold violation count in the final report 0, Vias 31.96k, startpoint types flip-flop, ratio of cells with drive above 1 in the final layout 16.20%, number of logged tool warnings about 1.0k, P per Cell Area 210.8 mW/mm², pin count of the biggest net entering global routing 85, crit path buf inv count 1, wire length of the first global-routing pass 219.8 mm, Inserted Clock Buffers 105, worst-case headroom to the max-slew limit between 30% and 40%, post-synthesis share of cell area spent on and, or, nand and nor gates under 10%, die extent in x 401.5 µm, Bufs on Longest Clock Path 3, cell total in the yosys stat output 2820, unrepaired setup endpoints after global routing false, Yosys cell types 35, final instance count without filler cells between 6k and 7k, Worst EP arrival 7020 ps, initial antenna violation count 12, number of enable flip-flop cells 1024, area share of fa/ha/maj cells after synthesis 0%, slowest CP cell mux4_2, Post-synth ARST share 0%, Total Wirelength 152.3 mm, highest fanout seen on the critical path 2, yosys synthesis warning count 1, slack of the critical path 16.55 ps, CTS tree built, iteration count of the initial detailed-routing pass 8, class of the tightest hold or removal check input port to primary output, cts-stage hold buffer count 0, number of input and output port buffers inserted 142, worst vdd ir 0.1563 mV, number of rows created at floorplan between 100 and 150, register bank with the most flops register, required time at the worst-slack endpoint 7040 ps, biggest cell delay along the critical path a little under 500 ps, estimated wirelength of the detail-placed design roughly 88 mm, Largest delay share family, worst path multiplexers, detail-routed via count per cell 5.169, sequential cell area 0.03075 mm², number of nets with antenna violations after detailed routing 0, xor/xnor share 0%, GRT Total Usage ~20%, cell area after synthesis ~0.048 mm², biggest regs register (1024), Num Clock Sinks between 1k and 1.5k, maximum level of the CTS H-tree 3, detailed router's first-iteration violation count 1939, multiplexer area fraction after synthesis 23.52%, Residual DRC 0, max reg flops 1024, list of cells traversed by the critical path mux4_2, a22oi_1, nand4_1, clkdlybuf4s50_1, number of flip-flops and latches in the synthesized netlist roughly 1.0k, leakage power figure 0.02426 µW, dpl cell area between 0.05 and 0.06 mm², total global routing overflow 0, number of global-route vias before repair 35.67k, final setup TNS 0 ps, total setup violations reported at the end of the flow 0, synthesized area per cell 16.98 µm², share of synthesized area occupied by flip-flops and latches 64.22%, yosys stat area 0.04788 mm², Die Area 0.1612 mm², number of placed cells counting well taps ~5.0k, gp weighted congestion 0.8711, cell chosen for the clock root clkbuf_16, Die Y-Extent 401.5 µm, filler instances 14.30k, critical setup path kind flip-flop to primary output, routed length per placed instance ~25 µm, core region area 0.1584 mm², slew at the pin closest to its max-slew limit 931.6 ps, area share of and-or/or-and cells after synthesis about 6.1%, largest non-sequential cell family by area multiplexers, minimum setup slack after placement 306.6 ps, Synth Instances 2820, cell area after layout 0.06018 mm², FP Core Util 30.23%, area of the multi-input gates 0.01638 mm², hold_ws 4486 ps, number of antenna diodes 0, CP Capture Type primary output, clock-pin transition on the worst setup and hold timing paths 30 ps, synthesis-to-finish area growth 25.68%, leading register cell type out of synthesis edfxtp_1, most common logic cell in the routed design inv_1, max-cap violations 0, highest-count cells in the layout ignoring fill and taps 1051 x inv_1, 1024 x edfxtp_1, 512 x mux2i_1, Final Max Tran Viols 0
[cell families after synthesis]
family | after synthesis
AND-OR/OR-AND | 418
buffers and inverters | 224
flip-flops | 1024
multiplexers | 801
AND/OR/NAND/NOR | 353
[synthesized netlist by cell type, drive strengths merged, types with 3 or more instances]
cell type / n / area share, %
nand3: 97 / 1.0
a22o: 64 / 1.2
a31oi: 32 / 0.42
nand2: 103 / 0.81
edfxtp: 1024 / 64
a21oi: 96 / 1.0
mux2: 33 / 0.78
nor3: 33 / 0.34
buf: 137 / 1.8
nor2: 38 / 0.30
mux4: 256 / 12
or2: 3 / 0.039
clkbuf: 85 / 0.67
and2: 34 / 0.44
nand4: 33 / 0.44
mux2i: 512 / 11
a22oi: 224 / 3.5
[final timing paths]
check | from | end | slack, ps | cells after the start
max | register[7][25] | DR1[25] | 20 | 4
min | RA1[1] | DR1[20] | 4490 | 5
[worst min-delay path, delay by kind of cell]
kind            cells  cell delay [ps]
compound gates      1               80
buf+inv             2              370
mux                 1              260
simple gates        1              240
[layout make-up]
| cell class | instances | area share [%] |
|---|---|---|
| tap | 2072 | 4.308 |
| inverter | 1 | 0.006238 |
| clock inverter | 1106 | 7.606 |
| multi-input combinational | 1572 | 27.22 |
| timing repair buffer | 299 | 5.227 |
| sequential | 1024 | 51.10 |
| clock buffer | 109 | 4.533 |
[timing repair]
item / 4_1_cts / 5_1_grt
endpoints found under the setup margin: 21 / 16
buffers inserted: 0 / 1
pin swaps: 22 / 15
gates resized: 30 / 18
[through the flow]
step | utilization, % | power [µW]
after detailed placement | 33.29 | 7195
after global placement | 33.29 | 7193
final | 38.00 | 12690
after global routing | 38.00 | 13470
after floorplan | - | 6738
after CTS | 37.95 | 12880
[report_power, final]
part           switching [µW]  internal, µW  total, µW
combinational             563           397        960
clock                    3010          3230       6240
sequential               23.6          5460       5490
total                    3590          9090      12700
[routing by layer]
| metal | wire length (µm) | vias up | share of wire [%] | GRT usage, % |
|---|---|---|---|---|
| met5 | 226 | - | 0.15 | 0.6542 |
| met4 | 5440 | 22 | 3.6 | 9.128 |
| met3 | 23270 | 338 | 15 | 15.06 |
| li1 | - | 14120 | - | - |
| met1 | 53520 | 15530 | 35 | 22.41 |
| met2 | 69870 | 1943 | 46 | 28.22 |
No activity file was given, so power comes from the tool's default toggle rates.
