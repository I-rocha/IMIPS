**flow/run.sh**
```bash
#!/bin/bash
# OpenROAD 26Q1-2900-gdf79404cd8, Yosys 0.63+post, stock flow scripts
make -C /OpenROAD-flow-scripts/flow DESIGN_CONFIG=/design/flow/config.mk WORK_HOME=/design/flow/orfs finish
```
**flow/config.mk**
```make
export PLATFORM = sky130hd
export DESIGN_NAME = MD
export DESIGN_NICKNAME = MD
export VERILOG_FILES = /design/flow/design.v
export SDC_FILE = /design/flow/constraint.sdc
export NUM_CORES = 4
export LEC_CHECK = 1
export CORE_UTILIZATION = 40
export SYNTH_MEMORY_MAX_BITS = 65536
```
**flow/constraint.sdc**
```tcl
current_design MD

set clk_period 46.9
set clk_io_pct 0.2

create_clock -name clk0 -period $clk_period [get_ports {clk}]

set non_clock_inputs [all_inputs -no_clocks]
set_input_delay [expr $clk_period * $clk_io_pct] -clock clk0 $non_clock_inputs
set_output_delay [expr $clk_period * $clk_io_pct] -clock clk0 [all_outputs]
```
**flow/design.v**
```verilog
module MD(
	input [31:0] AM,   
	input [31:0] DM_,  
	input EW,          
	output[31:0] DM,   
	input clk          
);
	reg[31:0] mem_d[299:0]; 
	initial begin
	end
	always @(negedge clk) begin
		case (EW)		
			1'b1 : mem_d[AM] <= DM_;   
		endcase	
	end
	assign DM = mem_d[AM];   
endmodule
```
==> results.txt <==
Status on the layout run. The synthesized netlist contains a little under 60 unique library cells. Flip-flop count of the largest register, all copies and words added landed at 9600. The layout report lists the combined flip-flop and latch area as between 200000 and 300000 sq um.

Utilization after layout landed at 0.501. Row generation in the floorplan step produced about 350 rows. In the final layout, the registers with the most flip-flops are mem_d x9600. Counting flops with an async set or reset pin after synthesis yields a share of 0. Average footprint of a synthesized cell landed at between 20 and 25 sq um. The final layout report lists a filler cell count of 70452. The horizontal die dimension reported for this design is 957 um. Max-slew headroom at the worst pin landed at 0.0845. Ranked by flip-flop count, first place goes to mem_d. Data arrival time of the critical path landed at 29.07 ns. Global router's overall resource usage landed at 0.264. According to the hold report, the worst path is of the in2out type. The number of placed instances, taps included, is about 27000.

Global-route congestion overflow total landed at 0. The run finished with clean final reports. Summed negative setup slack over all endpoints landed at 0 ns.

The detailed router placed between 200k and 250k vias in this run. Count of unresolved DRC violations after routing landed at 0. The leakage power in the latest report is around 180 nW. Per-cell routed wire length landed at 27.9 um. Count of instantiated cells in the yosys netlist landed at between 15000 and 20000.

The worst setup path is launched from a flop. Gates resized during post-CTS repair numbered 0. Core area landed at about 910000 sq um. Count of buffers inserted at the top-level ports landed at 74. Via count of the first global-routing pass landed at about 240k. In the log, the iteration count for the first detailed-route pass is 6. The final hold violation count recorded for this run is 0. Residual antenna-violating net count after detailed routing landed at 0. Number of synthesized flops with an enable pin landed at approximately 9600. Clock sink count landed at 9600. Pin slew with the least headroom to its limit landed at ~1.4 ns. The clock passes through at most 4 buffers. The first routing iteration left 13059 violations. Die height landed at 957 um. Number of antenna violations at the first check in global routing landed at ~61. The floorplan step records an initial core utilization of 0.402. Post-synth design cell area landed at between 300000 and 400000 sq um. In this run, CTS created clock tree buffers numbering roughly 960. Of the cells placed in the final design, the portion with a size suffix greater than 1 is 0.208. In the CTS report, the clock slew at the register clock pins of the worst setup and hold paths is listed as 0.03 ns.

In the post-route analysis, the smallest setup slack over all paths is around 8.4 ns. Maximum fanout along the worst path landed at 2. The synthesized instance count is 15119.

Looking at the post-CTS report, the setup buffer insertion count equals 0. Data on the critical path is required at its endpoint by 37.52 ns. 98 I/O pins were placed.

Excluding fillers, the count of instances in the completed layout stands at a little under 40000. The detailed router reported a total wirelength of 1080 mm. TritonCTS built the clock tree. Entering global routing, the biggest net connects 108 pins. The setup path with the least slack is of type reg2out. Layout-stage area growth over the synthesis result landed at 24.8%. Timing analysis after detailed placement gives a worst setup slack of 9.67 ns. Chip area landed at about 920000 sq um. Area used by multi-input combinational logic landed at 75100 sq um. Flip-flop and latch count after synthesis landed at roughly 9600. The cell sitting at the root of the clock tree is a sky130_fd_sc_hd__clkbuf_16. The top cell type in the final layout, fill and taps aside, is sky130_fd_sc_hd__inv_1. Count of yosys warnings during synthesis landed at 1. The analysis reports a worst IR drop on VDD of 0.0000457 V. The tool flagged a number of max-cap violations equal to 0.

Setup repair after global routing left no endpoint under its margin. Detailed-route vias per instance landed at 5.21. After its last routability iteration, the placer logged a weighted congestion of ~0.91. Looking at the clock tree report, the H-tree level count equals 6. For this run, the leading register cell type out of synthesis is sky130_fd_sc_hd__edfxtp_1. The final max-slew violation count recorded for this run is 0. STA classifies the critical path endpoint as an output port. Global-route wire length before repair landed at between 1500 and 2000 mm. The HPWL after detailed placement is just over 600 mm.

Endpoints with negative setup slack in the final report add up to 0. Warnings raised by the tools during the run amount to between 1000 and 1500. The most common logic cells in the final layout are sky130_fd_sc_hd__inv_1 (9837), sky130_fd_sc_hd__edfxtp_1 (9600), sky130_fd_sc_hd__mux4_2 (2682).

The area recorded from the Yosys report for this design is between 300000 and 400000 sq um. Of the synthesized area, sequential elements account for 0.790. In this run, post-CTS hold repair placed 0 buffers. Total power density per cell area landed at between 40 and 50 nW/um^2.
cell usage after synthesis, drive strengths merged, types with 4 or more instances:
cell type / count / share of area
edfxtp: 9600 / 0.79
mux4: 2682 / 0.17
buf: 494 / 0.0081
nand2: 458 / 0.0047
nor2: 355 / 0.0037
clkbuf: 351 / 0.0036
mux2i: 247 / 0.0068
a22oi: 157 / 0.0032
a32oi: 110 / 0.0026
o22ai: 107 / 0.0018
a21oi: 86 / 0.0012
nand3: 65 / 0.00089
o221ai: 48 / 0.0012
o22a: 42 / 0.0010
nor3: 35 / 0.00048
o21ai: 34 / 0.00047
a31oi: 19 / 0.00033
nor4: 18 / 0.00031
o211ai: 18 / 0.00037
nand4: 17 / 0.00029
a22o: 16 / 0.00038
and3: 16 / 0.00027
or4: 16 / 0.00033
a2111oi: 11 / 0.00026
a221oi: 11 / 0.00026
nor2b: 9 / 0.00015
o31ai: 9 / 0.00019
a32o: 8 / 0.00022
or3: 8 / 0.00014
a211oi: 7 / 0.00014
o41ai: 7 / 0.00017
a311oi: 5 / 0.00012
and2: 5 / 0.000086
inv: 5 / 0.000051
nand2b: 5 / 0.000086
or3b: 5 / 0.00012
a311o: 4 / 0.00011
o2111ai: 4 / 0.000096
or4b: 4 / 0.00011
critical path, cell delays in order (launching register included):
cell                              delay [ns]
sky130_fd_sc_hd__edfxtp_1               0.35
sky130_fd_sc_hd__mux4_2                 0.48
sky130_fd_sc_hd__mux4_2                 0.74
sky130_fd_sc_hd__a22o_1                 0.27
sky130_fd_sc_hd__a221o_1                0.35
sky130_fd_sc_hd__a2111oi_0              1.11
sky130_fd_sc_hd__nand2_1                0.60
sky130_fd_sc_hd__clkdlybuf4s50_1        0.56
area by class of cell:
class,instances,area share
flip-flops and latches,9600,0.633
multi-input cells,4668,0.165
clock inverters,10379,0.0974
clock buffers,969,0.0532
well taps,12144,0.0334
repair buffers,995,0.0177
diodes,82,0.000451
inverters,5,0.0000687
layer usage:
layer | track usage | wire length [um] | vias to the layer above
met3 | 0.284 | 237000 | 2035
li1 | - | - | 87101
met4 | 0.133 | 49500 | 101
met1 | 0.243 | 301000 | 98342
met2 | 0.347 | 491000 | 14626
met5 | 0.0435 | 5030 | -
power breakdown:
group          total [mW]  switching (mW)  internal [mW]
registers            9.53         0.00206           9.53
clock network        10.9            5.29           5.64
logic               0.902           0.601          0.301
worst paths after layout:
kind | from | end | slack, ns | cells after the start
setup / recovery | mem_d[87][16] | DM[16] | 8.45 | 7
hold / removal | AM[8] | DM[2] | 20.30 | 5
cell families (layout without fill, tap and decap cells):
kind of cell | after synthesis | count (layout) | synth area share
buf+inv | 851 | 12348 | 0.0118
compound gates | 711 | 711 | 0.0144
mux | 2932 | 2932 | 0.172
flops | 9600 | 9600 | 0.790
simple gates | 1025 | 1025 | 0.0118
other cells | 0 | 82 | 0
through the flow:
step / hold slack [ns] / cell area [sq um] / total power [mW]
floorplan: 18.93 / 365000 / 11.3
global placement: 20.29 / 387000 / 11.7
detailed placement: 20.31 / 387000 / 11.7
CTS: 20.31 / 455000 / 21.7
global route: 20.32 / 455000 / 22.7
finish: 20.30 / 455000 / 21.4
No activity file was given, so power comes from the tool's default toggle rates.
